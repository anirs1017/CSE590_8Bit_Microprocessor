===== flow/design.v =====
`timescale 1ns / 1ps
module ALU8BIT(
    input [7:0] a,
    input [7:0] b,
    input [1:0] ALUCtrl,
    output reg [7:0] ALUOut
    );
    always @(ALUCtrl, a, b)
        begin
            case(ALUCtrl)
                2'b00:   ALUOut <= a + b;
                2'b01:   ALUOut <= a & b;
                2'b10:   ALUOut <= a - b;
                default:;
            endcase
        end 
endmodule
`timescale 1ns / 1ps
module ALUControl(
    input [1:0] ALUOp,
    output [1:0] ALUCtrl
    );
    assign ALUCtrl = ALUOp; 
endmodule
`timescale 1ns / 1ps
module MUX(
    input [7:0] in1,
    input [7:0] in2,
    input sel_mux,
    output reg [7:0] op_mux
    );
    always@(*)
        begin
            case(sel_mux)
                0: op_mux <= in1;
                1: op_mux <= in2;
            endcase
        end
endmodule
`timescale 1ns / 1ps
module PC(
    input rst,
    input clk,
    input [7:0] PCin,
    output reg [7:0] PCout
);
    always@(posedge clk)
        begin
            if(rst == 1)
                PCout <= 8'd0;
            else
                PCout <= PCin;
        end
endmodule
`timescale 1ns / 1ps
module Register(
    input clk,
    input rst,
    input readReg1,
    input readReg2,
    input regWrite,
    input writeReg,
    input [7:0] writeData,
    output [7:0] readData1,
    output [7:0] readData2
    );
    reg [7:0] regfile [0:1];
    assign readData1 = regfile[readReg1];
    assign readData2 = regfile[readReg2];
    always @(posedge clk)
        begin
            if (regWrite == 1)
                regfile[readReg1] <= writeData;
            else if (rst == 1)
                begin
                    regfile[0] <= 8'b00000000;
                    regfile[1] <= 8'b00000000;
                end
        end
endmodule
`timescale 1ns / 1ps
module SignExtend(
    input [2:0] unext,
    output reg [7:0] extend
    );
    always@(unext)
        begin
            extend <= {5'b00000,unext};
        end 
endmodule
`timescale 1ns / 1ps
module adder(
    input [7:0] a,
    output [7:0] sum
    );
    assign sum = a+1;
endmodule
`timescale 1ns / 1ps
module concat(
    input [2:0] fromPC,
    input [4:0] instructionMSB,
    output reg [7:0] concatAddr
    );
    always@(fromPC, instructionMSB)
        begin
            concatAddr <= {fromPC, instructionMSB};
        end
endmodule
`timescale 1ns / 1ps
    module controlUnit(
        input [2:0] opcode,
        output reg RegDst,
        output reg Branch,
        output reg RegWrite,
        output reg Jump,
        output reg [1:0] ALUOp,
        output reg MemRead,
        output reg MemWrite,
        output reg MemtoReg,
        output reg ALUSrc
    );
    always@(*) begin
        case(opcode)
            3'b000:       
                begin
                    RegDst      <= 0;
                    RegWrite    <= 1;
                    Branch      <= 0;
                    Jump        <= 0;
                    ALUOp       <= 2'b00;
                    MemRead     <= 1;
                    MemWrite    <= 0;
                    MemtoReg    <= 1;
                    ALUSrc      <= 1;
                end
            3'b001:       
                begin
                    RegDst      <= 0;
                    RegWrite    <= 0;
                    Branch      <= 0;
                    Jump        <= 0;
                    ALUOp       <= 2'b00;
                    MemRead     <= 0;
                    MemWrite    <= 1;
                    MemtoReg    <= 0;
                    ALUSrc      <= 1;                
                end
            3'b010:       
                begin
                    RegDst      <= 1;
                    RegWrite    <= 1;
                    Branch      <= 0;
                    Jump        <= 0;
                    ALUOp       <= 2'b00;
                    MemRead     <= 0;
                    MemWrite    <= 0;
                    MemtoReg    <= 0;
                    ALUSrc      <= 0;
                end
            3'b011:       
                begin
                    RegDst      <= 0;
                    RegWrite    <= 1;
                    Branch      <= 0;
                    Jump        <= 0;
                    ALUOp       <= 2'b00;
                    MemRead     <= 0;
                    MemWrite    <= 0;
                    MemtoReg    <= 0;
                    ALUSrc      <= 1;
                end
            3'b100:       
                begin
                    RegDst      <= 1;
                    RegWrite    <= 1;
                    Branch      <= 0;
                    Jump        <= 0;
                    ALUOp       <= 2'b10;
                    MemRead     <= 0;
                    MemWrite    <= 0;
                    MemtoReg    <= 0;
                    ALUSrc      <= 0;
                end
            3'b101:     
                begin
                    RegDst      <= 0;
                    RegWrite    <= 0;
                    Branch      <= 0;
                    Jump        <= 1;
                    ALUOp       <= 2'b11;
                    MemRead     <= 0;
                    MemWrite    <= 0;
                    MemtoReg    <= 0;
                    ALUSrc      <= 0;
                end
            endcase
        end
endmodule
`timescale 1ns / 1ps
module dataMemory(
    input [7:0] address,
    input [7:0] writeData,
    input memRead,
    input memWrite,
    output reg [7:0] readData
    );
    reg [7:0] Mem[0:9];
    initial begin
        $readmemb("DataMemory.mem", Mem);
    end
    always @(*)
        begin
            if (memRead == 1)
                    readData <= Mem[address];
            if (memWrite == 1)
                    Mem[address] = writeData;
        end
endmodule
`timescale 1ns / 1ps
module instructionMemory(
    input [7:0] inst_addr,
    output reg [7:0] instruction
    );
    reg [7:0] inst_mem[0:7];
    initial begin
        $readmemh("Instruction.mem", inst_mem);
    end
    always @(inst_addr)
        begin
            instruction <= inst_mem[inst_addr];
        end    
endmodule
`timescale 1ns / 1ps
module processor(
    clock, reset,
    sum, 
    PCin, PCout, 
    inst, concatenate,
    Jump,
    RegDst, Branch,
    RegWrite, ALUSrc, 
    MemtoReg, MemRead, 
    MemWrite, 
    ALUOp, ALUCtrl,
    ReadData1, ReadData2, 
    Extend8, ALU_B, 
    ALUOut,
    ReadData, WriteData_Reg
    );
    input clock, reset;
    output wire [7:0] PCin, PCout;
    output wire [7:0] WriteData_Reg;
    PC pc_0(
        .rst(reset),
        .clk(clock),
        .PCin(PCin),
        .PCout(PCout)
    );
    output wire [7:0] sum;
    adder add_0(
        .a(PCout),
        .sum(sum)
    );
    output wire [7:0] inst;
    instructionMemory instMem_0(
        .inst_addr(PCout),
        .instruction(inst)
    );
    output wire RegWrite, Jump, ALUSrc, MemtoReg, MemRead, MemWrite, RegDst, Branch;
    output wire [1:0] ALUOp;
    controlUnit CU_0(
        .opcode(inst[7:5]),
        .RegDst(RegDst),
        .Branch(Branch),
        .RegWrite(RegWrite),
        .Jump(Jump),
        .ALUOp(ALUOp),
        .MemRead(MemRead),
        .MemWrite(MemWrite),
        .MemtoReg(MemtoReg),
        .ALUSrc(ALUSrc)
    );
    output wire [7:0] concatenate;
    concat conc_0(
        .fromPC(sum[7:5]),
        .instructionMSB(inst[4:0]),
        .concatAddr(concatenate)
    );
    MUX mux_0(
        .in1(sum),
        .in2(concatenate),
        .sel_mux(Jump),
        .op_mux(PCin)
    );
    output wire [7:0] ReadData1, ReadData2;
    Register regfile_0(
        .clk(clock),
        .rst(reset),
        .readReg1(inst[3]),
        .readReg2(inst[4]),
        .regWrite(RegWrite),
        .writeReg(inst[4]),
        .writeData(WriteData_Reg),
        .readData1(ReadData1),
        .readData2(ReadData2)
    );
    output wire [7:0] Extend8;
    SignExtend sign_extend_0(
        .unext(inst[2:0]),
        .extend(Extend8)
    );
    output wire [7:0] ALU_B;
    MUX mux_1(
        .in1(ReadData2),
        .in2(Extend8),
        .sel_mux(ALUSrc),
        .op_mux(ALU_B)
    );
   output wire [1:0] ALUCtrl;
   ALUControl alu_control_0(
        .ALUOp(ALUOp),
        .ALUCtrl(ALUCtrl)
   );
   output wire [7:0] ALUOut;
   ALU8BIT alu_0(
        .a(ReadData1),
        .b(ALU_B),
        .ALUCtrl(ALUCtrl),
        .ALUOut(ALUOut) 
   );
   output wire [7:0] ReadData;
   dataMemory data_memory_0(
        .address(ALUOut),
        .writeData(ReadData2),
        .memRead(MemRead),
        .memWrite(MemWrite),
        .readData(ReadData)
   );
   MUX mux_2(
        .in1(ALUOut),
        .in2(ReadData),
        .sel_mux(MemtoReg),
        .op_mux(WriteData_Reg)
   );
endmodule

===== flow/DataMemory.mem =====
1
2
0
9
0
0
5
0
2
3
4
2
3
1
2
1
4
2
1
3
4
0
1
0
1
0
2
3
1
0
1
0
2
1
2
4
5
6
7
3
2
4
5
6
6
4
2
1
3
4
4
10
24
25
14
61
163
25
153
15
26
24
35
23
54
23
12
54
65
1
5
36
2
5
153
2
1
5
3
2
43
12
9
67
8
9
56
3
9
34
23
1
64
8
67
45
87
45
1
64
76
45
20
12
34
65
34
09
49
43
23
12
4
6
76
34
134
64
65
7
97
54
23
5
65
34
65
23
65
76
10
139
212
210
12
10
20
32
21
54
23
12
34
43
29
30
36
39
60
12
79
90
99

===== flow/Instruction.mem =====
00110000

===== flow/run.sh =====
#!/bin/bash
# OpenROAD 26Q1-2900-gdf79404cd8, Yosys 0.63+post, stock flow scripts
make -C /OpenROAD-flow-scripts/flow DESIGN_CONFIG=/design/flow/config.mk WORK_HOME=/design/flow/orfs finish

===== flow/config.mk =====
export PLATFORM = sky130hd
export DESIGN_NAME = processor
export DESIGN_NICKNAME = processor
export VERILOG_FILES = /design/flow/design.v
export SDC_FILE = /design/flow/constraint.sdc
export NUM_CORES = 4
export LEC_CHECK = 1
export CORE_AREA = 10 10 70 70
export DIE_AREA = 0 0 80 80
export SYNTH_HDL_FRONTEND = slang

===== flow/constraint.sdc =====
current_design processor

set clk_period 2.3
set clk_io_pct 0.2

create_clock -name clk0 -period $clk_period [get_ports {clock}]

set non_clock_inputs [all_inputs -no_clocks]
set_input_delay [expr $clk_period * $clk_io_pct] -clock clk0 $non_clock_inputs
set_output_delay [expr $clk_period * $clk_io_pct] -clock clk0 [all_outputs]

==> results.toml <==
# synthesis and place-and-route metrics
[outcome]
outcome = "complete, no violations"

[critical_path]
critPathMaxFanout = 3
r2r_end = "pc_0.PCout[7]"
worst-setup-path-type = "flip-flop to output pin"
worstReg2RegStart = "pc_0.PCout[6]"
slowest_delay_ns = 0.51
crit_path_frequent_cell = "and3_4"
cp_slowest_cell = "clkdlybuf4s50_1"
critPathTopFamily = "buffers and inverters"
cp-end-kind = "output pin"
cp.required_ns = 1.84
crit_chain = "and3_4 > and3_4 > xor2_1 > clkdlybuf4s50_1"
reg2regPathDepth = 3
crit_buf_inv = 1
critPathArrivalTime_ns = 1.74
start_kind = "flip-flop"
r2r_setup_slack_ns = 1.07

[power_and_ir_drop]
seq_power_share = 0.481
p_int_w = 0.000241
leakagePower_nw = 0.571
ir_drop_mv = 0.105
power.density_nw_per_um2 = 285
pwr-share-comb = 0.187
p_sw_frac = 0.235
p_clk_frac = 0.332
netSwitchingPower_w = 0.0000740

[place]
dp_cells = 192
place_hpwl_um = 2020
gp_congestion = 0.770
pre_cts_slack_ns = 0.213
io_buffers = 28
place_area_sq_um = 1040

[drt]
drt_pass1_iterations = 3
drc_errors = 0
wl_um = 2200
vias = 564
initialDrtViolationCount = 18
vias_per_cell = 2.89
wire_per_inst_um = 11.3
antenna_cells = 0
ant_nets = 0

[yosys]
synth-main-ff-cell = "dfxtp_1"
synth_seq_share = 0.146
most_common_cell = "buf_4"
syn_area_sq_um = 1100
avgSynthCellArea_sq_um = 8.39
synthArstFlopShare = 0
topCellsByArea = "buf_4 63%, dfxtp_1 15%, mux2_4 4.1%"
top_area_frac = 0.629
ys_area_sq_um = 1100
synth_warnings = 0
synth_cell_types = 15
yosys.area.top_type = "buf_4"
top_cells_by_count = "92 x buf_4, 8 x dfxtp_1, 7 x nor2b_1"
netlist_instances = 131
ys.flops = 8
ys_cells = 131
edf_count = 0

[finish]
largest-register = "pc_0.PCout"
syn_to_final_growth_pct = 0.569
drive_gt1_frac = 0.121
fin_cells = 195
design_area_sq_um = 1100
largest_reg_flops = 8
top_regs = "pc_0.PCout (8)"

[floorplanning]
io-pin-count = 110
rows = 21
die_height_um = 80
fp.dieW_um = 80
core_sq_um = 3420
die-area_sq_um = 6400
fp_util = 0.322

[clock_network]
htree_levels = 1
insertion_delay_ns = 0.25
cts_tree = "yes"
clk_pin_slew_ns = 0.05
cts_buffers = 3
cts_sinks = 8
postCtsSetupRepairBufs = 0
cts-root-buf = "clkbuf_4"
clockBufferDepth = 2

[global_route]
grt_pass1_vias = 664
grt_first_pass_wirelength_um = 3060
grt_max_degree = 12
grt.overflow.total = 0
antenna_found_initial = 0
grt_use_total = 0.0564

[final_timing]
hold_violations = 0
fin_crit_ns = 2.20
fmax_ghz = 0.454
rsz0062_at_grt = "no"
finalMaxSlewViolations = 0
fin_tns_setup_ns = 0
fin_ws_ns = 0.0987
period_used_share = 0.957
setup_viol = 0
fin_skew_ns = 0.00214

[min_path]
min-delay-start = "pc_0.PCout[0]"
holdPathEnd = "pc_0.PCout[0]"
hold_path_depth = 1
hold_class = "flip-flop to flip-flop"

[flow_run]
warning_count = 25
drv_cap = 0
## timing repair
item,4_1_cts,5_1_grt
endpoints found under the setup margin,5,13
hold buffers,0,0
resized,3,6
hold endpoints to repair,0,0
## power by group through the flow
stage	clock network [W]	logic, W	registers [W]
after CTS	0.000115	0.0000632	0.000149
after global routing	0.000122	0.0000736	0.000152
final	0.000105	0.0000588	0.000151
## layout make-up
type,count,area [sq um]
Clock buffer,3,22.5
Sequential cell,8,165
Tap cell,46,57.6
Inverter,1,3.75
Fill cell,359,2310
Multi-Input combinational cell,109,576
Timing Repair Buffer,28,280
## metal layers
| layer | vias to the layer above | routed length, um | track usage |
|---|---|---|---|
| met5 | - | 0 | 0 |
| met4 | 0 | 24 | 0.0123 |
| met3 | 2 | 323 | 0.0273 |
| met2 | 57 | 1060 | 0.0979 |
| met1 | 239 | 792 | 0.0603 |
| li1 | 266 | - | - |
## worst register-to-register path: stages (launching register included)
cell     delay, ns
dfxtp_1       0.43
and3_1        0.19
and3_4        0.21
mux2_4        0.29
## worst max-delay path by stage
| stage | depth (start not counted) | start | slack [ns] | to |
|---|---|---|---|---|
| 4_1_cts | 4 | pc_0.PCout[4] | 0.007 | sum[5] |
| 5_1_grt | 4 | pc_0.PCout[2] | 0.02 | sum[5] |
| 6_report | 4 | pc_0.PCout[4] | 0.1 | sum[5] |
## cell usage in the layout, fill, tap and decap left out
master           netlist  routed
clkdlybuf4s50_1        0      28
mux2_4                 3       3
clkbuf_4               0       3
conb_1                 1      81
xnor2_1                3       1
xor2_1                 3       2
inv_1                  1       1
xor2_2                 0       1
and3_1                 1       1
nor2_1                 4       4
and3_4                 3       3
nand3_4                1       1
nor2b_1                7       7
ha_4                   0       1
nand3_1                2       2
xnor2_2                0       2
dfxtp_1                8       4
dfxtp_2                0       4
## per-stage QoR
stage / total power, W / util / hold WS, ns
floorplan: 0.000267 / - / 0.449
global placement: 0.000215 / 0.305 / 0.490
detailed placement: 0.000214 / 0.305 / 0.497
CTS: 0.000327 / 0.317 / 0.513
global route: 0.000348 / 0.323 / 0.529
finish: 0.000315 / 0.323 / 0.496
## kinds of logic after synthesis
kind of cell	count (synthesis)	share of synthesized area
multiplexers	3	0.0410
XOR/XNOR	6	0.0478
buffers and inverters	94	0.636
other	1	0.00341
adder cells (fa/ha/maj)	1	0.0114
AND/OR/NAND/NOR	18	0.115
flip-flops	8	0.146
No activity file was given, so power comes from the tool's default toggle rates.
